==> /design/flow/config.mk <==
export PLATFORM = sky130hd
export DESIGN_NAME = stepper_ctrl
export DESIGN_NICKNAME = stepper_ctrl
export VERILOG_FILES = /design/flow/design.v
export SDC_FILE = /design/flow/constraint.sdc
export NUM_CORES = 4
export LEC_CHECK = 1
export CORE_UTILIZATION = 40
==> /design/flow/constraint.sdc <==
current_design stepper_ctrl

set clk_period 11.0
set clk_io_pct 0.2

create_clock -name clk0 -period $clk_period [get_ports {clk}]

set non_clock_inputs [all_inputs -no_clocks]
set_input_delay [expr $clk_period * $clk_io_pct] -clock clk0 $non_clock_inputs
set_output_delay [expr $clk_period * $clk_io_pct] -clock clk0 [all_outputs]
==> /design/flow/design.v <==
module stepper_ctrl #(
    parameter PULSE_WIDTH_COUNT = 9'd75,    
    parameter HAS_ENABLE_ZERO = 0,       
    parameter DUAL_ZERO = 0,             
    parameter ACC_SHIFT = 12,            
    parameter SPD_SHIFT = 12,            
    parameter JERK_WIDTH = 9,            
    parameter ACC_WIDTH = 26,            
    parameter SPD_WIDTH = 30,            
    parameter STEP_WIDTH = 20,           
    parameter STEP_THRESH = 'd381250)    
(
    input   clk,
    input   clken_1meg,
    input   reset,
    input   estop,   
    input   swstop,  
    input   [DUAL_ZERO:0] zero,    
    output reg move_done = 0,
    input   spi_write,
    input [3:0] spi_waddr,
    input [15:0] spi_wdata,
    input [3:0] spi_raddr,
    output reg [15:0] spi_rdata = 0,
    output reg drv_dir = 0,
    output reg drv_step = 0
);
reg [JERK_WIDTH-1:0] jerk = 0;
reg dir = 0;                       
reg zero_clear = 0;                
reg zero_stop = 0;                 
reg [19:0] total_steps = 0;        
reg [19:0] c_jerk_dur = 0;         
reg [19:0] c_accel_dur = 0;        
reg do_move = 0;
reg [19:0] steps_left = 0;
reg busy = 0;
always @(posedge clk)
    if (reset)
    begin
        jerk <= 0;
        dir <= 0;
        zero_clear <= 0;
        zero_stop <= 0;
        total_steps <= 0;
        c_jerk_dur <= 0;
        c_accel_dur <= 0;
    end
    else
    if (spi_write)
    begin
        case (spi_waddr)
        4'h0:   {zero_stop, zero_clear, dir, jerk} <= spi_wdata[JERK_WIDTH+2:0];
        4'h1:   total_steps[15:0] <= spi_wdata;
        4'h2:   c_jerk_dur[15:0]  <= spi_wdata;
        4'h3:   c_accel_dur[15:0] <= spi_wdata;
        4'h4:   {c_accel_dur[19:16], c_jerk_dur[19:16],
                 total_steps[19:16]} <= spi_wdata[11:0];
        endcase
    end
always @(posedge clk)
    do_move <= ~reset & spi_write & spi_wdata[0] & (spi_waddr == 4'h5);
localparam
    st_Idle = 4'h0,
    st_Phase1 = 4'h1,
    st_Phase2 = 4'h2,
    st_Phase3 = 4'h3,
    st_Phase4 = 4'h4,
    st_Phase5 = 4'h5,
    st_Phase6 = 4'h6,
    st_Phase7 = 4'h7,
    st_Done   = 4'hf;
reg [3:0] state = st_Idle;
always @(posedge clk)
begin
    spi_rdata <= 0;
    case (spi_raddr)
    4'h0:   spi_rdata[JERK_WIDTH+2:0] <= {zero_stop, zero_clear, dir, jerk};
    4'h1:   spi_rdata <= total_steps[15:0];
    4'h2:   spi_rdata <= steps_left[15:0];
    4'h3:   spi_rdata <= c_accel_dur[15:0];
    4'h4:   spi_rdata <= {c_accel_dur[19:16], steps_left[19:16],
                          total_steps[19:16]};
    4'h5:   spi_rdata <= {busy, 3'b0, state, 8'b0};
    endcase
end
reg stop = 0;
reg did_last_step = 0;
wire zero_sel;
generate
    if (DUAL_ZERO)
    begin : g_zsel
        assign zero_sel = (dir ^ zero_clear) ? zero[0] : zero[1];
    end
    else
    begin : g_zsel
        assign zero_sel = zero[0];
    end
endgenerate
generate
    if (HAS_ENABLE_ZERO)
    begin : stops
        always @(posedge clk)
            stop <= reset | estop | swstop | did_last_step |
                (zero_stop & (zero_sel ^ zero_clear));
    end
    else
    begin : stops
        always @(posedge clk)
            stop <= reset | estop | swstop | did_last_step |
                (dir ? ~zero_sel & zero_clear : zero_sel);
    end
endgenerate
wire steps_done = ~|steps_left;
reg [19:0] phase_count = 0;
reg phase_done = 0;
wire [20:0] coast_steps_needed = {steps_left, 1'b1} - {1'b0, total_steps};
wire [19:0] coast_steps = {20{~coast_steps_needed[20]}} & coast_steps_needed[19:0];
reg motor_stopped = 0;
reg do_step_held = 0;
always @(posedge clk)
    phase_done <= ~|phase_count;
reg was_busy = 0;
always @(posedge clk)
begin
    if (do_move)
        busy <= 1'b1;
    else
    if (stop | (state == st_Done))
        busy <= 1'b0;
    did_last_step <= ~reset & (state != st_Idle) & steps_done;
    was_busy <= busy;
    move_done <= ~reset & (was_busy & ~busy);
end
always @(posedge clk)
    if (stop)
    begin
        state <= st_Idle;
        phase_count <= 0;
    end
    else
    case (state)
    st_Idle:
        if (do_move)
        begin
            state <= st_Phase1;
            phase_count <= c_jerk_dur;
        end
    st_Phase1:
        if (clken_1meg)
        begin
            if (phase_done)
                state <= st_Phase2;
            if (phase_done)
                phase_count <= c_accel_dur;
            else
                phase_count <= phase_count - 1'b1;
        end
    st_Phase2:
        if (clken_1meg)
        begin
            if (phase_done)
                state <= st_Phase3;
            if (phase_done)
                phase_count <= c_jerk_dur;
            else
                phase_count <= phase_count - 1'b1;
        end
    st_Phase3:
        if (clken_1meg)
        begin
            if (phase_done)
                state <= st_Phase4;
            if (phase_done)
                phase_count <= coast_steps;
            else
                phase_count <= phase_count - 1'b1;
        end
    st_Phase4:
        begin
            if (motor_stopped)
                state <= st_Done;
            else if (clken_1meg & phase_done)
            begin
                state <= st_Phase5;
                phase_count <= c_jerk_dur;
            end
            else if (do_step_held)
                phase_count <= phase_count - 1'b1;
        end
    st_Phase5:
        if (clken_1meg)
        begin
            if (phase_done)
                state <= st_Phase6;
            if (phase_done)
                phase_count <= c_accel_dur;
            else
                phase_count <= phase_count - 1'b1;
        end
    st_Phase6:
        if (clken_1meg)
        begin
            if (phase_done)
                state <= st_Phase7;
            if (phase_done)
                phase_count <= c_jerk_dur;
            else
                phase_count <= phase_count - 1'b1;
        end
    st_Phase7:
        begin
            if (motor_stopped)
                state <= st_Done;
            else
            if (clken_1meg & phase_done)
                state <= st_Done;
            if (clken_1meg & ~phase_done)
                phase_count <= phase_count - 1'b1;
        end
    default:
        state <= st_Idle;
    endcase
reg [ACC_WIDTH-1:0] cur_accel = 0;
always @(posedge clk)
    if (stop)
        cur_accel <= 0;
    else
    case (state)
    st_Idle:   cur_accel <= 0;
    st_Phase1,
    st_Phase5:   
        if (clken_1meg & ~phase_done)
            cur_accel <= cur_accel + {1'b0, jerk};
    st_Phase3,
    st_Phase7:
        if (clken_1meg & ~phase_done)
            cur_accel <= cur_accel - {1'b0, jerk};
        else
        if (cur_accel[ACC_WIDTH-1])   
            cur_accel <= 0;
    endcase
reg [SPD_WIDTH-1:0] cur_speed = 0;
always @(posedge clk)
    if (stop)
    begin
        cur_speed <= 0;
        motor_stopped <= 0;
    end
    else
    case (state)
    st_Idle:
        if (do_move)
        begin
            cur_speed <= 0;
            motor_stopped <= 0;
        end
    st_Phase1,
    st_Phase2,
    st_Phase3:
        if (clken_1meg & ~phase_done)
            cur_speed <= cur_speed + {1'b0, cur_accel[ACC_WIDTH-1:ACC_SHIFT]};
    st_Phase4:
        motor_stopped <= ~|cur_speed;
    st_Phase5,
    st_Phase6,
    st_Phase7:
        if (clken_1meg)  
            cur_speed <= cur_speed - {1'b0, cur_accel[ACC_WIDTH-1:ACC_SHIFT]};
        else
        if (cur_speed[SPD_WIDTH-1] | (~|cur_speed[SPD_WIDTH-2:SPD_SHIFT]))
        begin
            cur_speed <= 0;
            motor_stopped <= 1'b1;
        end
    st_Done:
        cur_speed <= 0;
    endcase
wire [31:0] step_thresh = STEP_THRESH;
wire [STEP_WIDTH-1:0] full_step_thresh = step_thresh[STEP_WIDTH-1:0];
wire [STEP_WIDTH-1:0] half_step_thresh = {1'b0, step_thresh[STEP_WIDTH-1:1]};
reg [STEP_WIDTH-1:0] step_accum = 0;
reg clken_1meg_h = 0;
wire do_step = clken_1meg_h & (step_accum >= full_step_thresh);
always @(posedge clk)
begin
    clken_1meg_h <= clken_1meg;
    do_step_held <= do_step & ~stop & ~steps_done;
end
always @(posedge clk)
    if (stop)
        step_accum <= half_step_thresh;
    else
    case (state)
    st_Idle:
        step_accum <= half_step_thresh;
    st_Phase1,
    st_Phase2,
    st_Phase3,
    st_Phase4,
    st_Phase5,
    st_Phase6,
    st_Phase7:
        if (clken_1meg)
            step_accum <= step_accum + {1'b0, cur_speed[SPD_WIDTH-1:SPD_SHIFT]};
        else
        if (do_step_held)
            step_accum <= step_accum - full_step_thresh;
    endcase
always @(posedge clk)
    if (reset)
        steps_left <= 0;
    else
    if ((state == st_Idle) & do_move)
        steps_left <= total_steps;
    else
    if (do_step_held)
        steps_left <= steps_left - 1'b1;
reg [8:0] step_timer = 0;
wire step_timer_nonzero = |step_timer;
always @(posedge clk)
    if (reset)
        step_timer <= 0;
    else
    if (do_step_held)
        step_timer <= PULSE_WIDTH_COUNT;
    else
    if (step_timer_nonzero)
        step_timer <= step_timer - 1'b1;
always @(posedge clk)
    drv_step <= step_timer_nonzero;
always @(posedge clk)
    if (reset)
        drv_dir <= 0;
    else
    if ((state == st_Idle) & do_move)
        drv_dir <= dir;
endmodule
==> /design/flow/run.sh <==
#!/bin/bash
# OpenROAD 26Q1-2900-gdf79404cd8, Yosys 0.63+post, stock flow scripts
make -C /OpenROAD-flow-scripts/flow DESIGN_CONFIG=/design/flow/config.mk WORK_HOME=/design/flow/orfs finish
==> results.txt <==
Item: results of the latest flow run.

- The run finished with clean final reports.
- The smallest clock period supported by the final layout is computed as 4.56 ns.
- The total cells reported by yosys after synthesis is 2112.
- The net switching power in the latest report is 0.493 mW.
- Per the summary, power density relative to cell area is 110 mW/mm^2.
- For this run, the script counts the antenna cells in the layout as 0.
- The total power of the final layout is 1.98 mW.
- For the worst min-delay path, the startpoint reported by OpenROAD is busy.
- Global routing used 25.6% of the available tracks across all layers.
- The proportion of layout cells with a drive suffix above 1 is 5.65%.
- For reference, the top cells by area after synthesis are sky130_fd_sc_hd__dfxtp_1, sky130_fd_sc_hd__ha_1, sky130_fd_sc_hd__a21oi_1.
- At the worst endpoint, the arrival time is 5.01 ns.
- In this run the VDD rail shows a maximum IR drop of 0.124 mV.
- After synthesis, the netlist uses 84 different library cells.
- The number of synthesized register bits is 229.
- Setup total negative slack on the finished layout was measured at 0 ns.
- The most used flip-flop cell after synthesis is sky130_fd_sc_hd__dfxtp_1.
- Clock-pin slew was measured on the worst setup and hold paths at 0.06 ns.
- The via count of the first global-routing pass came to 14822.
- Setup repair after global routing left no endpoint under its margin.
- The remaining global-route overflow is 0.
- The kind of end point of the critical path is a register.
- The tally of OpenROAD warnings is 49.
- TritonCTS built the clock tree.
- Wires add up to 51800 um.
- From left edge to right edge, the die measures 203 um.
- The core region is 0.0397 sq mm.
- The netlist area before placement is 0.0161 sq mm.
- The number of vias per cell is 6.05.
- The kind of critical path is in2reg.
- The count of vias placed by the detailed router is 16019.
- The biggest area contributor in the post-synthesis netlist is sky130_fd_sc_hd__dfxtp_1.
- After synthesis, the mean cell area works out to 7.63 sq um.
- For reference, the placement row count at floorplan is 73.
- The max-capacitance violation count is 0.
- The hold buffer count at cts is 0.
- The post-CTS setup repair buffer count is 0.
- Detailed-route iteration 0 reported a violation count of 1312.
- The CTS log lists the clock sinks for this run as 229.
- The first-pass GRT wire length is 82900 um.
- The power report attributes to the sequential group a share of 43.7%.
- The later pin in the worst-skew pair is clocked with a latency of 0.56 ns.
- The worst-case headroom to the max-slew limit is 44.2%.
- The worst min-delay path class is reg2reg.
- The die boundary height is 203 um.
- The quantity of I/O buffers inserted on ports is 49.
- The design internal power is 1.48 mW.
- The average routed wire per standard cell is 19.6 um.
- According to the dpl log, the detail-placed design has an HPWL of 36900 um.
- In the layout the commonest cells are sky130_fd_sc_hd__dfxtp_1, sky130_fd_sc_hd__nor2_1, sky130_fd_sc_hd__nand2_1.
- Per the synthesis report, the single largest cell type by area occupies 28.4% of cell area.
- The share of the Yosys chip area taken by registers is 28.4%.
- The power report puts the leakage power at 6.93 nW.
- STA classifies the critical path startpoint as an input pin.
- STA lists the maximum fanout along the critical path as 33.
- The TritonCTS buffer count is 27.
- The buffer depth of the longest clock path is 3.
- The highest clock frequency the design can meet is 219 MHz.
- The count of fill cells added during filler insertion is 3884.
- Per the final timing report, the hold violations number 0.
- Looking at the max-slew report, the worst-margin pin has a slew of 0.838 ns.
- The initial core utilization is 40.6%.
- The instance count of the mapped netlist is 2112.
- The total cell area reported by yosys after synthesis is 0.0161 sq mm.
- The number of nets still failing antenna checks after routing is 0.
- The die outline area is 0.0411 sq mm.
- Relative to the synthesized area, the layout overhead comes to 11.6%.
- The worst register-to-register path begins at cur_accel[12].
- The launching element of the worst setup path is clken_1meg.
- Net switching is 24.9% of the power.
- Max-slew check failures listed in the final report amount to 0.
- The number of endpoints failing setup at the final stage is 0.
- The synthesized design contains 0 enable-type register cells.
- Of all flip-flops after synthesis, the portion carrying an async set or reset was 0%.
- The tree is rooted in a sky130_fd_sc_hd__clkbuf_16.
- For this run, the detailed router's first-pass iteration total came to 8.
- The final weighted congestion of routability-driven global placement is 0.992.
- Leaving out fill and tap cells, the most frequent cell in the layout is sky130_fd_sc_hd__dfxtp_1.
- The share of the cycle needed by the critical path after routing is 41.5%.
- The maximum number of pins on one net before global-route repair is 67.
- For this run, design rule violations remaining after detail routing come to 0.
- The initial antenna violation count is 0.
- The OpenROAD report gives the critical path a required time of 11.45 ns.
- Gates resized during post-CTS repair numbered 0.
- The clock share of power is 46.8%.
- The combinational group share of total power is 9.5%.
- For this run, the number of Yosys warnings is 1.
- Looking at the clock tree report, the H-tree level count equals 1.
- The worst-case clock skew is 0.0294 ns.
- The number of primary I/O pins is 50.
[sequential cells by signal, summed over array words and instances, names as in the netlist, 4 cells and up]
register / flops
c_accel_dur: 20
phase_count: 20
spi_rdata: 16
state: 4
total_steps: 20
cur_accel: 26
jerk: 9
cur_speed: 30
step_accum: 20
step_timer: 9
c_jerk_dur: 20
steps_left: 20
[per-layer routing]
layer	vias to the layer above	GRT usage [%]	part of all wire [%]
met5	-	0	0
met4	0	6.26	2.8
met3	95	4.38	7.6
met2	571	38.3	43
li1	7831	-	-
met1	7522	38.9	46
[worst max-delay path, stage by stage]
cell	delay (ns)
sky130_fd_sc_hd__clkdlybuf4s50_1	0.41
sky130_fd_sc_hd__buf_4	0.24
sky130_fd_sc_hd__nor2b_1	0.24
sky130_fd_sc_hd__or3_1	0.34
sky130_fd_sc_hd__a31oi_1	0.26
sky130_fd_sc_hd__a31o_2	0.43
sky130_fd_sc_hd__nand2_1	0.34
sky130_fd_sc_hd__and4_1	0.31
sky130_fd_sc_hd__o32ai_1	0.20
[synth_stat cells (48+ instances only)]
| cell type | number |
|---|---|
| sky130_fd_sc_hd__o21ai_0 | 118 |
| sky130_fd_sc_hd__ha_1 | 88 |
| sky130_fd_sc_hd__clkbuf_1 | 109 |
| sky130_fd_sc_hd__nand2_1 | 187 |
| sky130_fd_sc_hd__mux2i_1 | 58 |
| sky130_fd_sc_hd__nand3_1 | 55 |
| sky130_fd_sc_hd__nor2_1 | 221 |
| sky130_fd_sc_hd__xnor2_1 | 48 |
| sky130_fd_sc_hd__inv_1 | 101 |
| sky130_fd_sc_hd__nor3_1 | 84 |
| sky130_fd_sc_hd__dfxtp_1 | 229 |
| sky130_fd_sc_hd__a21oi_1 | 179 |
[cells by family (layout without fill, tap and decap cells)]
logic type	after synthesis	count (layout)	share of synthesized area, %
multiplexers	60	60	3.74
XOR/XNOR	78	78	4.24
AND-OR/OR-AND	653	653	27.2
flip-flops	229	229	28.4
AND/OR/NAND/NOR	774	774	23.4
adder cells (fa/ha/maj)	94	94	7.57
buffers and inverters	224	236	5.42
[cell type report]
type	instances	area [sq um]	share of cell area [%]
Timing Repair Buffer	87	773	4.30
Multi-Input combinational cell	1659	10700	59.4
Clock inverter	7	96.3	0.535
Inverter	102	383	2.13
Sequential cell	229	4590	25.5
Tap cell	525	657	3.65
Clock buffer	40	815	4.53
[through the flow]
| step | worst slack (ns) | util [%] | cell area (sq um) | cells | hold WS, ns |
|---|---|---|---|---|---|
| 2_1_floorplan | 6.97 | - | 16100 | 2112 | 0.364 |
| 3_3_place_gp | 6.03 | 43.0 | 17100 | 2602 | 0.426 |
| 3_5_place_dp | 5.93 | 43.0 | 17100 | 2602 | 0.428 |
| 4_1_cts | 6.51 | 45.3 | 18000 | 2649 | 0.438 |
| 5_1_grt | 6.26 | 45.3 | 18000 | 2649 | 0.445 |
| 6_report | 6.44 | 45.3 | 18000 | 2649 | 0.429 |
[path summary, 6_finish.rpt]
kind	to	slack, ns	depth (start not counted)
setup / recovery	cur_speed[28]	6.44	9
hold / removal	was_busy	0.43	0
setup reg to reg	cur_speed[28]	7.14	11
hold reg to reg	was_busy	0.43	0
[power by group through the flow]
stage | logic, mW | registers, mW | clock network [mW]
after CTS | 0.187 | 0.863 | 0.939
after global routing | 0.211 | 0.866 | 0.971
final | 0.187 | 0.864 | 0.925
Power figures rest on the tool's default switching activity, not on a simulated workload.
